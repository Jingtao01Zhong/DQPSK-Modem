==> /design/flow/config.mk <==
export PLATFORM = sky130hd
export DESIGN_NAME = PhaseDetection
export DESIGN_NICKNAME = PhaseDetection
export VERILOG_FILES = /design/flow/design.v
export SDC_FILE = /design/flow/constraint.sdc
export NUM_CORES = 4
export LEC_CHECK = 1
export CORE_UTILIZATION = 50
==> /design/flow/constraint.sdc <==
current_design PhaseDetection

set clk_period 17.1
set clk_io_pct 0.2

create_clock -name clk0 -period $clk_period [get_ports {clk}]

set non_clock_inputs [all_inputs -no_clocks]
set_input_delay [expr $clk_period * $clk_io_pct] -clock clk0 $non_clock_inputs
set_output_delay [expr $clk_period * $clk_io_pct] -clock clk0 [all_outputs]
==> /design/flow/design.v <==
`timescale 1ns / 1ps
module PolarCosta(
    input clk_dds,
    input data_valid,
    input [8:0] in_costas,
    output [34:0] out_i_data,
    output [34:0] out_q_data,
    output valid_costas
    );
    reg ready;
    always @(*) begin
        if(data_valid) begin
            ready = 1;
        end
        else begin
            ready = 0;
        end
    end
    wire [34:0] loop_filter_out;
    wire [34:0] phase_control;
    wire s_axis_config_tready;
    wire [34:0] S_AXIS_CONFIG_tdata;
    wire [15:0] M_AXIS_DATA_c_tdata;
    wire M_AXIS_DATA_c_tvalid;
    wire [15:0] M_AXIS_PHASE_c_tdata;
    wire M_AXIS_PHASE_c_tvalid;
    assign phase_control = loop_filter_out;
    assign S_AXIS_CONFIG_tdata = phase_control;
    dds_compiler_costas dds_costas(
        .aclk (clk_dds),
        .s_axis_config_tdata (S_AXIS_CONFIG_tdata),
        .s_axis_config_tvalid (ready),
        .m_axis_data_tdata (M_AXIS_DATA_c_tdata),
        .m_axis_data_tvalid (M_AXIS_DATA_c_tvalid),
        .m_axis_phase_tdata (M_AXIS_PHASE_c_tdata),
        .m_axis_phase_tvalid (M_AXIS_PHASE_c_tvalid),
        .m_axis_data_tready (ready),
        .m_axis_phase_tready (ready),
        .s_axis_config_tready (s_axis_config_tready)
    );
    wire [7:0] sin_wave_costas;
    wire [7:0] cos_wave_costas;
    assign sin_wave_costas = M_AXIS_DATA_c_tdata[15:8];
    assign cos_wave_costas = M_AXIS_DATA_c_tdata[7:0];
    wire signed [16:0] multiplier_I, multiplier_Q;   
    mult_gen_0 mult_I(
        .CLK (clk_dds),
        .A (in_costas),
        .B (cos_wave_costas),
        .P (multiplier_I)
    );
    mult_gen_0 mult_Q(
        .CLK (clk_dds),
        .A (in_costas),
        .B (sin_wave_costas),
        .P (multiplier_Q)      
    );
    wire fir_s_tready_0;
    wire signed [39:0] fir_m_tdata_0;
    wire fir_m_tvalid_0;
    fir_compiler_0 fir_I(
        .aclk (clk_dds),
        .s_axis_data_tdata (multiplier_I),  
        .s_axis_data_tready (fir_s_tready_0),
        .s_axis_data_tvalid (ready),
        .m_axis_data_tdata (fir_m_tdata_0),  
        .m_axis_data_tvalid (fir_m_tvalid_0)
    );
    wire fir_s_tready_1;
    wire signed [39:0] fir_m_tdata_1;
    wire fir_m_tvalid_1;
    fir_compiler_0 fir_Q(
         .aclk (clk_dds),
        .s_axis_data_tdata (multiplier_Q),  
        .s_axis_data_tready (fir_s_tready_1),
        .s_axis_data_tvalid (ready),
        .m_axis_data_tdata (fir_m_tdata_1),  
        .m_axis_data_tvalid (fir_m_tvalid_1)
    );
    assign out_i_data = fir_m_tdata_0[34:0];
    assign out_q_data = fir_m_tdata_1[34:0];
    wire [34:0] out_phase;
    PhaseDetection PhaseDetection(
        .rstn (fir_s_tready_1),
        .clk (clk_dds),
        .fir_I (out_i_data),
        .fir_Q (out_q_data),
        .out_phase (out_phase)
    );
    LoopFilter LoopFilter(
        .clk (clk_dds),
        .rstn (fir_s_tready_1),
        .in_data (out_phase),
        .loop_filter_out (loop_filter_out)
    );
endmodule
module PhaseDetection(
    input rstn,
    input clk,
    input signed [34:0] fir_I,
    input signed [34:0] fir_Q,
    output signed [34:0] out_phase
);
    reg signed [34:0] syn_I, syn_Q;
    always @(*) begin
        if(!fir_I[34]) begin
            syn_Q = fir_Q;
        end
        else begin
            syn_Q = -fir_Q;
        end
        if(!fir_Q[34]) begin
            syn_I = fir_I;
        end
        else begin
            syn_I = -fir_I;
        end
    end
    reg signed [35:0] out_phase_nxt;
    always @(posedge clk) begin
        if(!rstn) begin
            out_phase_nxt <= 0;
        end
        else begin
            out_phase_nxt <= {syn_Q[34],syn_Q} - {syn_I[34],syn_I};
        end
    end
    assign out_phase = out_phase_nxt[35:1];
endmodule
module LoopFilter(
    input clk,
    input rstn,
    input [34:0] in_data,
    output [34:0] loop_filter_out
);
    wire [34:0] initial_frequency;
    assign initial_frequency = 35'd3453153706;  
    reg [2:0] count;
    reg signed [34:0] sum, loop_out;
    integer t;
    always @(posedge clk) begin
        if(!rstn) begin
            count <= 3'b000;
            sum <= 35'd0;
            loop_out <= initial_frequency;
            t <= 0;
        end
        else begin
            t <= t + 1;
            if(t < 30000) begin
                count <= count + 3'b001;
                if(count == 3'b000) begin
                    sum <= sum + {{12{in_data[34]}},in_data[34:12]};
                end
                if(count == 3'b001)begin
                    loop_out <= initial_frequency + sum + {{5{in_data[34]}},in_data[34:5]};
                end
            end
            else begin
                count <= count + 3'b001;
                 if(count == 3'b000) begin
                    sum <= sum + {{17{in_data[34]}},in_data[34:17]};
                end
                if(count == 3'b001)begin
                    loop_out <= initial_frequency + sum + {{10{in_data[34]}},in_data[34:10]};
                end
            end
        end
    end
    assign loop_filter_out = loop_out;
endmodule
==> /design/flow/run.sh <==
#!/bin/bash
# OpenROAD 26Q1-2900-gdf79404cd8, Yosys 0.63+post, stock flow scripts
make -C /OpenROAD-flow-scripts/flow DESIGN_CONFIG=/design/flow/config.mk WORK_HOME=/design/flow/orfs finish
==> out/qor.csv <==
metric,value,unit
status,"complete, no violations",
tightest_slew,0.809,ns
synth_cells,553,
layout.cells.non_filler,753,
fp-utilization,0.515,
synth_top_area_share,0.167,
grt_pass1_vias,4052,
cts_tree,yes,
ant_nets,0,
clock_sinks,35,
maxSlewViolCount,0,
place.gp.congestion,1.01,
warnings,26,
regMostFlops,out_phase_nxt,
crit_family,simple AND/OR/NAND/NOR gates,
fp.dieArea,0.00879,mm2
cts-root-buf,clkbuf_8,
grt-ovfl-total,0,
reg_top3,out_phase_nxt: 35 flops,
syn2layout_area_growth,29.8,%
grt_setup_unrepaired,false,
worst_path_max_delay_cell,or4_1,
num_io_pins,107,
chipHeight,93.7,um
cts_buffer_depth,2,
edf_count,0,
synth.area.top_cells,"dfxtp_1 17%, ha_1 11%, xnor2_1 9.8%",
worstPathArrival,8.49,ns
cp_cell_sequence,"clkdlybuf4s50_1, or4_1, or4_1, or2_1, o41ai_1, xnor2_1, ha_1, a21oi_1, o21ai_0, or4_1, a311oi_1, o31ai_1, a311oi_1, xor2_1, nor2_1",
grt_max_degree,37,
drt-total-wl,12300,um
hold_end,out_phase_nxt[30]$_SDFF_PN0_,
drt_iter0_drc,210,
postCtsSetupRepairBufs,0,
avgSynthCellArea,7.61,um2
antenna_found_initial,0,
final_layout_size_suffix_gt1_frac,0.0417,
remaining_drc_errors,0,
routed_via_density,5.96,
dp_cells,745,
portBuffers,106,
hold_violations,0,
pre_cts_ws,8.61,ns
power.leakage,0.00214,uW
fill_cells,679,
largest_area_cell,dfxtp_1,
setup_tns,0,ns
fin_crit,8.32,ns
min_delay_path_depth,3,
slew_headroom,0.456,
critical-path-max-stage-delay,0.58,ns
crit_fanout,6,
placed_cell_area,0.00534,mm2
cts_resized,0,
ys.flop_type,dfxtp_1,
hp-start,rstn,
yosys_warnings,1,
first_pass_iters,6,
async_flop_share,0,
synth-seq-area-share,0.167,
wl_per_cell,16.4,um
cts_buffers,5,
crit_type,input port to register,
setup_ws,8.78,ns
finalCritPeriodShare,0.487,
cp-end-kind,register,
htree_levels,2,
ir_drop,0.0623,mV
powerDensity,80.9,mW/mm2
path_clk_slew,0.07,ns
finalSetupViolCount,0,
ys_cells,553,
track_usage,0.293,
max_freq,120,MHz
vias,4487,
maxCapViolCount,0,
grt_pass1_wl,19900,um
ys_area,0.00421,mm2
crit_required,17.27,ns
antenna_cells,0,
startpoint_type,input port,
syn_area,0.00421,mm2
rows,33,
synth_cell_type_count,56,
ys_ff,35,
largest_register_ffs,35,
core_area,0.00818,mm2
hold_path.class,input port to register,
die_x,93.7,um
crit_top_cell,or4_1,
critPathBufInv,1,
final_design_area_no_fill,0.00546,mm2
total_power,442,uW
place_hpwl,10000,um
ctsHoldBuffers,0,
-- where the power goes --
group          internal [uW]  switching (uW)
combinational            127             128
sequential               103            4.92
clock                   47.2            32.0
-- metrics by stage --
| stage | hold slack, ns | utilization |
|---|---|---|
| floorplan | 3.68 | - |
| global placement | 4.08 | 0.654 |
| detailed placement | 4.08 | 0.654 |
| CTS | 3.98 | 0.668 |
| global route | 4.02 | 0.668 |
| finish | 3.97 | 0.668 |
-- synth_stat cells (all sizes together), types with 2 or more instances --
library cell / number
a211oi: 5
a21boi: 3
a21o: 16
a21oi: 38
a311oi: 3
a31oi: 6
a41oi: 3
and2: 3
and3: 7
buf: 2
clkbuf: 21
dfxtp: 35
ha: 36
inv: 14
mux2i: 4
nand2: 47
nand2b: 9
nand3: 4
nand4: 6
nand4b: 2
nor2: 46
nor2b: 3
nor3: 9
nor3b: 3
nor4: 3
o21a: 2
o21ai: 49
o21bai: 4
o31ai: 25
o41ai: 9
or2: 3
or3: 18
or4: 9
xnor2: 47
xor2: 46
-- placed cells by master (no fill, tap or decap), types with 3 or more instances in the layout --
cell / Yosys / final
and3_1: 7 / 7
a21boi_0: 3 / 3
nand2b_1: 9 / 9
or3_1: 12 / 12
mux2i_1: 4 / 4
nor3_1: 9 / 9
nand3_1: 4 / 4
a311oi_1: 3 / 3
o31ai_1: 23 / 23
and2_1: 3 / 3
inv_1: 14 / 14
o21ai_0: 47 / 47
a21o_1: 16 / 16
ha_1: 36 / 36
xor2_1: 46 / 46
nor3b_1: 3 / 3
o41ai_1: 7 / 7
a211oi_1: 5 / 5
o21bai_1: 4 / 4
nor4_1: 3 / 3
nand4_1: 6 / 6
a31oi_1: 6 / 6
nand2_1: 47 / 47
nor2b_1: 3 / 3
clkbuf_8: 0 / 6
dfxtp_1: 35 / 35
xnor2_1: 47 / 47
a21oi_1: 38 / 38
or4_1: 8 / 8
nor2_1: 46 / 46
a41oi_1: 3 / 3
buf_4: 0 / 4
clkdlybuf4s50_1: 0 / 106
or3_4: 5 / 5
-- worst max path at each step --
stage,cells after the start,slack [ns],start,to
after CTS,15,8.87,fir_Q[8],out_phase_nxt[28]$_SDFF_PN0_
after global routing,15,8.53,fir_Q[8],out_phase_nxt[28]$_SDFF_PN0_
final,15,8.78,fir_Q[8],out_phase_nxt[28]$_SDFF_PN0_
-- worst min-delay path, cell delays in order --
cell,delay [ns]
clkdlybuf4s50_1,0.58
nand2_1,0.14
mux2i_1,0.06
-- area by class of cell --
| cell class | count | area (um2) | share of cell area |
|---|---|---|---|
| multi-input combinational | 481 | 3370 | 0.617 |
| timing repair buffer | 110 | 1090 | 0.200 |
| sequential | 35 | 701 | 0.128 |
| tap | 105 | 131 | 0.0241 |
| clock buffer | 6 | 82.6 | 0.0151 |
| inverter | 14 | 52.6 | 0.00962 |
| clock inverter | 2 | 35.0 | 0.00641 |
-- metal layers --
layer  global-route usage  vias up  routed length, um
li1                     -     2218                  -
met1                0.412     2058               5530
met2                0.460      182               5490
met3               0.0593       29                921
met4               0.0795        0                381
met5                    0        -                  0
-- cell families (layout without fill, tap and decap cells) --
family / Yosys count / count (layout) / share of synthesized area
flops: 35 / 35 / 0.167
mux: 4 / 4 / 0.00952
xor+xnor: 93 / 93 / 0.194
fa+ha+maj: 37 / 37 / 0.112
buf+inv: 37 / 132 / 0.0330
compound gates: 172 / 172 / 0.271
simple gates: 175 / 175 / 0.215
No activity file was given, so power comes from the tool's default toggle rates.
