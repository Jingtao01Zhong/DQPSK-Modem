File: design.v
`timescale 1ns / 1ps
module diff_encode(
    input rstn,
    input clk,
    input [1:0] in_data,
    output [1:0] out_data,
    output valid_diff_encode
    );
    reg [1:0] result;
    reg valid;
    assign out_data = result;
    assign valid_diff_encode = valid;
    always @(posedge clk) begin
        if(!rstn) begin
            result <= 2'b00;
            valid <= 0;
        end
        else begin
            valid <= 1;
            if((in_data == 2'b10) && (result == 2'b00)) 
                result <= 2'b10;
            else if((in_data == 2'b10) && (result == 2'b10))
                result <= 2'b11;
            else if((in_data == 2'b10) && (result == 2'b11))
                result <= 2'b01;
            else if((in_data == 2'b10) && (result == 2'b01))
                result <= 2'b00;
            else if((in_data == 2'b11) && (result == 2'b00))
                result <= 2'b11;
            else if((in_data == 2'b11) && (result == 2'b10))
                result <= 2'b01;
            else if((in_data == 2'b11) && (result == 2'b11))
                result <= 2'b00;
            else if((in_data == 2'b11) && (result == 2'b01))
                result <= 2'b10;
            else if((in_data == 2'b01) && (result == 2'b00))
                result <= 2'b01;
            else if((in_data == 2'b01) && (result == 2'b10))
                result <= 2'b00;
            else if((in_data == 2'b01) && (result == 2'b11))
                result <= 2'b10;
            else if((in_data == 2'b01) && (result == 2'b01))
                result <= 2'b11;
            else if((in_data == 2'b00) && (result == 2'b00))
                result <= 2'b00;
            else if((in_data == 2'b00) && (result == 2'b10))
                result <= 2'b10;
            else if((in_data == 2'b00) && (result == 2'b11))
                result <= 2'b11;
            else if((in_data == 2'b00) && (result == 2'b01))
                result <= 2'b01;
        end
    end
endmodule
File: run.sh
#!/bin/bash
# OpenROAD 26Q1-2900-gdf79404cd8, Yosys 0.63+post, stock flow scripts
make -C /OpenROAD-flow-scripts/flow DESIGN_CONFIG=/design/flow/config.mk WORK_HOME=/design/flow/orfs finish
File: config.mk
export PLATFORM = sky130hd
export DESIGN_NAME = diff_encode
export DESIGN_NICKNAME = diff_encode
export VERILOG_FILES = /design/flow/design.v
export SDC_FILE = /design/flow/constraint.sdc
export NUM_CORES = 4
export LEC_CHECK = 1
export CORE_AREA = 10 10 70 70
export DIE_AREA = 0 0 80 80
File: constraint.sdc
current_design diff_encode

set clk_period 1.0
set clk_io_pct 0.2

create_clock -name clk0 -period $clk_period [get_ports {clk}]

set non_clock_inputs [all_inputs -no_clocks]
set_input_delay [expr $clk_period * $clk_io_pct] -clock clk0 $non_clock_inputs
set_output_delay [expr $clk_period * $clk_io_pct] -clock clk0 [all_outputs]
==> results_tabular.tex <==
% Implementation results table
\begin{tabular}{lr}
\hline
Metric & Value \\
\hline
\multicolumn{2}{l}{\textbf{Status}} \\
\quad Outcome & finished, final reports clean \\
\multicolumn{2}{l}{\textbf{Cells and area}} \\
\quad Share of cells above drive strength 1 & 40.7\% \\
\quad Dominant logic cell types in the final layout & clkbuf\_4 (3), clkdlybuf4s15\_1 (3) \\
\quad Area Growth Syn to Fin & 126\% \\
\multicolumn{2}{l}{\textbf{Critical path}} \\
\quad Cell with the biggest individual delay on the critical path & dfxtp\_2 \\
\quad Worst setup path category & flop to flop \\
\quad CP max stage delay & 0.31 ns \\
\quad Critical path endpoint category & flop \\
\quad Critical-path cell list & buf\_4 > and2b\_2 > a21oi\_2 > o22ai\_2 \\
\quad Crit path arrival time & 1.08 ns \\
\quad CP required & 1.11 ns \\
\quad Largest driver fanout on the critical path & 5 \\
\quad Startpoint types & flop \\
\multicolumn{2}{l}{\textbf{STA}} \\
\quad Max frequency & 1030 MHz \\
\quad Number of slew-limit violations in the final report & 0 \\
\quad Final number of hold-violating endpoints & 0 \\
\quad Final setup slack of the worst path & 0.0281 ns \\
\quad Max transition margin & 88.9\% \\
\quad Final setup violation count & 0 \\
\quad Tightest Pin Transition & 0.167 ns \\
\quad Clock period minus worst slack & 0.972 ns \\
\quad TNS Setup & 0 ns \\
\quad RSZ-0062 raised after global routing & no \\
\quad Max Clock Skew & 0.0000403 ns \\
\quad Share of the clock period used by the worst path & 97.2\% \\
\multicolumn{2}{l}{\textbf{Synth}} \\
\quad Register share after synthesis & 44.9\% \\
\quad Cell area after technology mapping & 134 µm² \\
\quad Biggest area cells & dfxtp\_1 (45\%), a21oi\_1 (11\%), o22ai\_2 (9.3\%) \\
\quad XOR Share, Synth & 0\% \\
\quad Yosys synthesis chip area & 134 µm² \\
\quad Mux share & 0\% \\
\quad AND/OR/NAND/NOR Cells, Area Fraction & 17.8\% \\
\quad Count of warnings emitted by yosys & 1 \\
\quad Syn avg cell area & 8.93 µm² \\
\quad Cell variety after synth & 10 \\
\quad Instance tally after logic synthesis & 15 \\
\quad Area fraction of the dominant cell type after synthesis & 44.9\% \\
\quad Register bit total from synthesis & 3 \\
\quad Compound-cell area share of the yosys netlist & 31.8\% \\
\quad Largest combinational cell category by area & AND-OR/OR-AND gates \\
\quad Largest area contributor in the synthesized netlist & dfxtp\_1 \\
\quad Fa+ha+maj area frac & 0\% \\
\quad Number of standard cells reported by yosys & 15 \\
\multicolumn{2}{l}{\textbf{Floorplanning}} \\
\quad Die outline width & 80 µm \\
\quad Boundary pin count & 7 \\
\quad Die outline height & 80 µm \\
\quad Die footprint & 0.00640 mm² \\
\quad Total core area & 0.00342 mm² \\
\quad Initial cell density of the core & 3.92\% \\
\quad Site Rows & 21 \\
\multicolumn{2}{l}{\textbf{Place}} \\
\quad Worst setup slack after placement & -0.218 ns \\
\quad Detail Placement HPWL & 352 µm \\
\quad Port Buffer Count & 6 \\
\quad GP Congestion & 0.582 \\
\multicolumn{2}{l}{\textbf{Clock network}} \\
\quad Hold bufs inserted after CTS & 0 \\
\quad Number of gates given a new drive strength after cts & 5 \\
\quad CTS root buf & clkbuf\_4 \\
\quad Post-CTS setup-driven buffer insertion count & 0 \\
\quad Clock tree from TritonCTS & done \\
\quad Maximum buffer depth of the clock tree & 2 \\
\quad Clock-pin slew on the worst setup and hold paths & 0.03 ns \\
\quad TritonCTS Buffers & 3 \\
\quad Worst skew pair latency & 0.23 ns \\
\quad H-tree level count & 1 \\
\quad Clock sink count & 3 \\
\multicolumn{2}{l}{\textbf{Run}} \\
\quad OpenROAD warnings & 25 \\
\quad Max-cap violations & 0 \\
\multicolumn{2}{l}{\textbf{Power and ir drop}} \\
\quad Leakage & 0.116 nW \\
\quad Maximum vdd drop & 0.000279 V \\
\quad Power per cell area & 1570 mW/mm² \\
\multicolumn{2}{l}{\textbf{Global routing}} \\
\quad Global-route wire length before repair & 614 µm \\
\quad Antenna violations before repair & 0 \\
\quad Maximum number of pins on one net before global-route repair & 6 \\
\quad Global-route usage over all layers & 1.39\% \\
\quad Global route total overflow & 0 \\
\quad Via count of the first global-routing pass & 123 \\
\multicolumn{2}{l}{\textbf{Drt}} \\
\quad Number of nets with antenna violations after routing & 0 \\
\quad Routed wire length & 428 µm \\
\quad Average wire length per cell after detail routing & 5.86 µm \\
\quad Detailed-route vias per instance & 1.92 \\
\quad Iter 0 DRT Violations & 23 \\
\quad Total number of vias & 140 \\
\quad Detailed Routing Iterations Pass 1 & 4 \\
\quad Number of inserted diodes & 0 \\
\quad Remaining design rule violation count & 0 \\
\multicolumn{2}{l}{\textbf{Worst hold path}} \\
\quad Hold WC Path Type & primary input to flop \\
\hline
\end{tabular}
through the flow:
step / util, % / power, W / instance area, µm² / cells / hold slack, ns
CTS: 8.53 / 0.000478 / 292 / 73 / 0.475
finish: 8.86 / 0.000474 / 303 / 73 / 0.463
global route: 8.86 / 0.000525 / 303 / 73 / 0.476
global placement: 7.80 / 0.000265 / 267 / 69 / 0.620
detailed placement: 7.80 / 0.000268 / 267 / 69 / 0.627
floorplan: - / 0.000195 / 134 / 15 / 0.228
final timing paths:
path | startpoint | slack (ns) | endpoint | depth (start not counted)
worst max register to register | result[0] | 0.03 | result[0] | 4
worst min-delay path | in_data[1] | 0.46 | result[0] | 4
worst max-delay path | result[0] | 0.03 | result[0] | 4
worst min register to register | result[1] | 0.62 | result[0] | 3
metal layers:
metal / GRT usage (%) / share of wire [%] / up-vias
li1: - / - / 75
met1: 1.33 / 41 / 59
met2: 1.61 / 43 / 6
met3: 1.93 / 16 / 0
met4: 0.528 / 0 / 0
met5: 0 / 0 / -
worst max-delay path: cells and delay by family (launching register included):
family | cells | cell delay [ns]
compound gates | 2 | 0.20
buf+inv | 1 | 0.14
flops | 1 | 0.31
simple gates | 1 | 0.21
cell usage after synthesis:
master    n
a21oi_1   3
dfxtp_1   3
inv_1     2
a21oi_2   1
and2b_1   1
nand2_1   1
nand2b_1  1
nor2b_1   1
o22ai_1   1
o22ai_2   1
power by group:
part,leakage [nW],internal (W),switching (W),total (W)
logic,0.0757,0.0000724,0.0000478,0.000120
clock network,0.0150,0.000149,0.0000587,0.000208
registers,0.0256,0.000139,0.00000676,0.000146
total,0.116,0.000361,0.000113,0.000474
flip-flops by register name (all words and copies together), names as in the netlist:
register  cells
result        2
valid         1
cell families after synthesis:
kind of cell           count (synthesis)
buffers and inverters                  2
AOI/OAI and AO/OA                      6
DFF                                    3
and+or+nand+nor                        4
final cells by class:
| class | count | area, µm² |
|---|---|---|
| well taps | 46 | 57.6 |
| clock buffers | 4 | 26.3 |
| flip-flops and latches | 3 | 62.6 |
| repair buffers | 8 | 77.6 |
| fillers | 401 | 3110 |
| inverters | 2 | 7.51 |
| multi-input cells | 10 | 71.3 |
No activity file was given, so power comes from the tool's default toggle rates.
